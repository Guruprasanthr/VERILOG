<file path="flow/config.mk">
export PLATFORM = sky130hd
export DESIGN_NAME = case_example
export DESIGN_NICKNAME = case_example
export VERILOG_FILES = /design/flow/design.v
export SDC_FILE = /design/flow/constraint.sdc
export NUM_CORES = 4
export LEC_CHECK = 1
export CORE_AREA = 10 10 70 70
export DIE_AREA = 0 0 80 80
</file>
<file path="flow/run.sh">
#!/bin/bash
# OpenROAD 26Q1-2900-gdf79404cd8, Yosys 0.63+post, stock flow scripts
make -C /OpenROAD-flow-scripts/flow DESIGN_CONFIG=/design/flow/config.mk WORK_HOME=/design/flow/orfs finish
</file>
<file path="flow/design.v">
module case_example(input [1:0] sel, input [3:0] a, b, output reg [3:0] y);
  always @(*) begin
    case (sel)
      2'b00: y = a + b;  
      2'b01: y = a - b;  
      2'b10: y = a & b;   
      2'b11: y = a | b;  
      default: y = 4'b0000;
    endcase
  end
endmodule
</file>
<file path="flow/constraint.sdc">
current_design case_example

set clk_period 4.6
set clk_io_pct 0.2

create_clock -name clk0 -period $clk_period

set non_clock_inputs [all_inputs -no_clocks]
set_input_delay [expr $clk_period * $clk_io_pct] -clock clk0 $non_clock_inputs
set_output_delay [expr $clk_period * $clk_io_pct] -clock clk0 [all_outputs]
</file>
==> impl_metrics.tcl <==
# flow metrics
set metrics [dict create \
    p_clk_share_pct 0 \
    rsz0062_at_grt "no" \
    path_cells "clkdlybuf4s50_1 > inv_1 > ha_1 > nor2_1 > xnor2_1 > ha_1 > nand3b_1 > a41o_2 > a31o_2 > a211oi_2 > clkdlybuf4s50_1" \
    grt-ovfl-total 0 \
    hpwl_microns 844 \
    fin_crit_ns 4.45 \
    warnings 34 \
    final-seq-area_sq_um 0 \
    finalSetupViolations 0 \
    flops 0 \
    antenna_found_initial 0 \
    yosys_warnings 1 \
    path_class "primary input to primary output" \
    critPathMaxStageDelay_ns 0.50 \
    slew_viol_final 0 \
    area_delta_synth_final_pct 69.1 \
    p_int_mw 0.0421 \
    track_usage_pct 3.12 \
    drtPass1Iterations 4 \
    power_frac_comb_pct 100.0 \
    drt_wl_total_microns 1010 \
    fin_area_sq_um 588 \
    fin_setup_tns_ns 0 \
    min_to "y[1]" \
    grt_pass1_vias 351 \
    gr-max-usage-layer "met1" \
    finalHoldViolCount 0 \
    fmaxAchievable_mhz 225 \
    common_cells "6 x ha_1, 5 x inv_1, 5 x nand2_1" \
    drive_gt1_share_pct 24.2 \
    dr_total_vias 365 \
    grt_max_degree 8 \
    first_iter_violations 31 \
    cp.arrival_ns 3.53 \
    relSlewSlack_pct 82.1 \
    area_leaders "ha_1 22%, mux2_2 6.5%, fa_1 5.8%, maj3_1 5.8%, inv_1 5.4%" \
    hp-start "b[1]" \
    outcome "finished clean" \
    place.gp.congestion 0.839 \
    syn_area_per_cell_sq_um 7.91 \
    power_leakage_nw 0.251 \
    avgRoutedWirePerCell_microns 9.31 \
    place_ws_ns 0.107 \
    peakVddDrop_v 0.0000439 \
    vias_per_cell 3.38 \
    cp.required_ns 3.68 \
    chip_area_sq_um 6400 \
    fin_ws_ns 0.146 \
    fillers 383 \
    instances_no_fill 108 \
    num_antenna_cells 0 \
    row_count 21 \
    dp_cells 107 \
    comb_area_sq_um 339 \
    worst_pin_slew_ns 0.261 \
    yosys.stat.chipArea_sq_um 348 \
    startpoint_type "primary input" \
    core_sq_um 3420 \
    synth_top_cell_by_count "ha_1" \
    numPortBuffers 14 \
    holdPathStages 4 \
    use_met1_pct 5.30 \
    top_level_ports 14 \
    dieHeight_microns 80 \
    placed_area_sq_um 568 \
    grt_use_met2_pct 3.13 \
    floorplan.core_util_pct 10.2 \
    drc 0 \
    power_mw 0.0696 \
    seq_area_frac_synth_pct 0 \
    holdCritPathClass "primary input to primary output" \
    use_met3_pct 1.82 \
    yosys_cells 44 \
    power_frac_seq_pct 0 \
    chipWidth_microns 80 \
    nClkBuffers 0 \
    max_cap_viol_count 0 \
    postRouteAntennaNets 0 \
    cp_slowest_cell "clkdlybuf4s50_1" \
    critPathCaptureType "primary output" \
    sw_frac_of_total_pct 39.5 \
    power_density_nw_per_um2 118 \
    largest_area_cell "ha_1" \
    yosysTopAreaCellShare_pct 21.6 \
    netlist_instances 44 \
    post-route-period-util_pct 96.8 \
    netlist_area_sq_um 348 \
    synth.distinct_cells 24 \
    grt_pass1_wl_microns 1680 \
    cp_max_fo 4 \
    switchingPower_mw 0.0275 \
]
==> power groups by stage <==
| stage | clock network, mW | logic (mW) | registers (mW) |
|---|---|---|---|
| after global routing | 0 | 0.0777 | 0 |
| after CTS | 0 | 0.0650 | 0 |
| final | 0 | 0.0696 | 0 |
==> metal layers <==
metal | share of wire, % | up-vias | wire length, microns
met5 | 0 | - | 0
met4 | 0 | 0 | 0
met3 | 17 | 0 | 168
met2 | 23 | 18 | 231
met1 | 60 | 155 | 605
li1 | - | 192 | -
==> per-stage QoR <==
stage               hold slack, ns  utilization (%)
floorplan                     1.87                -
global route                  2.86             17.2
CTS                           3.03             16.6
global placement              3.01             16.6
finish                        2.80             17.2
detailed placement            3.01             16.6
==> cell usage in the layout, fill, tap and decap left out, drive strengths merged <==
cell,n
xor2,1
inv,5
a41o,1
nor3b,1
a32o,1
o21ai,2
nand3b,1
nor2b,1
xnor2,2
mux2,2
clkdlybuf4s50,13
or2,1
ha,6
a211oi,1
a31o,1
a21oi,3
nor3,1
maj3,2
dlymetal6s2s,1
mux2i,1
or3,1
buf,4
fa,1
nor2,2
nand2,5
and2,1
and3,1
==> area by class of cell <==
cell class         instances  area share [%]
multi-input cells         39            57.7
inverters                  5            3.19
well taps                 46            9.79
repair buffers            18            29.4
==> cells by family (layout without fill, tap and decap cells) <==
group                    after synthesis  in the layout  synth area share, %
AND/OR/NAND/NOR                       15             15                 25.2
adder cells (fa/ha/maj)                9              9                 33.1
AND-OR/OR-AND                          9              9                 19.4
buffers and inverters                  5             23                 5.40
XOR/XNOR                               3              3                 7.56
multiplexers                           3              3                 9.35
==> critical path, delay by kind of cell <==
| kind | cells | cell delay (ns) |
|---|---|---|
| adders and majority gates | 2 | 0.54 |
| AOI/OAI and AO/OA | 3 | 0.67 |
| buffers and inverters | 3 | 1.03 |
| xor gates and xnor gates | 1 | 0.08 |
| and+or+nand+nor | 2 | 0.30 |
==> worst max-delay path by stage <==
| stage | start | endpoint | slack (ns) |
|---|---|---|---|
| final | b[0] | y[3] | 0.15 |
| after CTS | b[1] | y[3] | 0.1 |
| after global routing | b[0] | y[3] | 0.003 |
==> what timing repair did <==
action	in CTS	in global routing
setup endpoints to repair	0	1
resized	0	4
setup buffers	0	1
hold buffers	0	0
Power and IR drop assume default switching activity.
